--- run.sh ---
#!/bin/bash
# OpenROAD 26Q1-2900-gdf79404cd8, Yosys 0.63+post, stock flow scripts
make -C /OpenROAD-flow-scripts/flow DESIGN_CONFIG=/design/flow/config.mk WORK_HOME=/design/flow/orfs finish
--- design.v ---
module ALU8bit(operand_1,operand_2,sum,Flag_Carry,Flag_Zero,Flag_Overflow,Flag_Negative);    
input [7:0]  operand_1,operand_2;   
output [7:0] sum;   
output Flag_Carry,Flag_Zero;    
output Flag_Overflow,Flag_Negative;  
wire [8:0] addn;   
wire [8:0] carry;  
assign carry[0] =0;  
assign addn = operand_1 + operand_2;  
assign sum[0] = addn[0];
assign sum[1] = addn[1];
assign sum[2] = addn[2];
assign sum[3] = addn[3];
assign sum[4] = addn[4];
assign sum[5] = addn[5];
assign sum[6] = addn[6];
assign sum[7] = addn[7];
assign carry[1] = (carry[0] & (operand_1[0] ^ operand_2[0])) | (operand_1[0] & operand_2[0]) ;
assign carry[2] = (carry[1] & (operand_1[1] ^ operand_2[1])) | (operand_1[1] & operand_2[1]) ;
assign carry[3] = (carry[2] & (operand_1[2] ^ operand_2[2])) | (operand_1[2] & operand_2[2]) ;
assign carry[4] = (carry[3] & (operand_1[3] ^ operand_2[3])) | (operand_1[3] & operand_2[3]) ;
assign carry[5] = (carry[4] & (operand_1[4] ^ operand_2[4])) | (operand_1[4] & operand_2[4]) ;
assign carry[6] = (carry[5] & (operand_1[5] ^ operand_2[5])) | (operand_1[5] & operand_2[5]) ;
assign carry[7] = (carry[6] & (operand_1[6] ^ operand_2[6])) | (operand_1[6] & operand_2[6]) ;
assign carry[8] = (carry[7] & (operand_1[7] ^ operand_2[7])) | (operand_1[7] & operand_2[7]) ;
assign Flag_Overflow = carry[7] ^ carry[8];
assign Flag_Carry  = addn[8];
assign Flag_Zero  = (addn == 9'b0);
assign Flag_Negative = (~(carry[7] ^ carry[8])& sum[7]) + ((carry[7] ^ carry[8]) & addn[8]);
endmodule
--- constraint.sdc ---
current_design ALU8bit

set clk_period 8.7
set clk_io_pct 0.2

create_clock -name clk0 -period $clk_period

set non_clock_inputs [all_inputs -no_clocks]
set_input_delay [expr $clk_period * $clk_io_pct] -clock clk0 $non_clock_inputs
set_output_delay [expr $clk_period * $clk_io_pct] -clock clk0 [all_outputs]
--- config.mk ---
export PLATFORM = sky130hd
export DESIGN_NAME = ALU8bit
export DESIGN_NICKNAME = ALU8bit
export VERILOG_FILES = /design/flow/design.v
export SDC_FILE = /design/flow/constraint.sdc
export NUM_CORES = 4
export LEC_CHECK = 1
export CORE_AREA = 10 10 70 70
export DIE_AREA = 0 0 80 80
==> out/metrics.yaml <==
status:
  status: "finished clean"
placed_design:
  dp_hpwl_mm: 1.285
  dp_slack_ns: 2.256
  io_buffers: 28
  routabilityCongestion: 0.7307
  place_inst: 124
final_timing:
  finalClockPeriodUsage: 0.7380
  layout_setup_ws_ns: 2.280
  rsz0062_at_grt: "no"
  fin_tns_setup_ns: 0
  hold_viol_final: 0
  finalSetupViolations: 0
  period_needed_ns: 6.420
  relSlewSlack: 0.7196
  worst_pin_slew_ns: 0.4180
  max_freq_ghz: 0.1558
  slew_viol_final: 0
die:
  fp_util: 0.1150
  pin_count: 28
  dieWidth_um: 80
  core_um2: 3416
  rows: 21
  die_h_um: 80
  fp.dieArea_um2: 6400
global_routing:
  grt-ovfl-total: 0
  grt_pass1_vias: 517
  antenna_found_initial: 0
  grt_pass1_wl_mm: 2.283
  grt_max_degree: 7
  grt_usage: 0.04300
clocking:
  cts-resized-gates: 0
  hold_buffers: 0
  cts_setup_buffers: 0
cells_and_area:
  finalNonFillerCells: 124
  drive_gt1_frac: 0.02564
  areaGrowthSynthToFinish_pct: 85.99
  nClkBuffers: 0
  seq_area_um2: 0
  flops: 0
routing:
  vias: 472
  antennaDiodeCount: 0
  routed_wl_mm: 1.392
  drt-wirelength-per-cell_um: 11.23
  ant_nets: 0
  via_per_inst: 3.806
  drc: 0
  first_pass_iters: 3
  drtIter0Drc: 6
critical_path:
  cp.required_ns: 6.96
  arrival_ns: 4.68
  crit_end: "Flag_Zero"
  worst_setup_path_start_kind: "input pin"
  cp-startpoint: "operand_1[0]"
  critical_path_class: "input pin to primary output"
  critPathMaxFanout: 2
  end_kind: "primary output"
synth:
  syn_avg_cell_area_um2: 7.858
  yosys-stat-cells: 50
  synth_area_um2: 392.9
  top_cell: "ha_1"
  largest_area_cell: "ha_1"
  ys_area_um2: 392.9
  common_cells: "ha_1, nand2_1, nor2_1, a21oi_1, inv_1"
  synthCells: 50
  synth.top_cells.by_area: "ha_1, fa_1, o22a_1, xnor2_1, xor2_1"
  yosysUniqueCellTypes: 25
  ys_warn_count: 0
  top_cell_area_share: 0.2548
  synth_seq_share: 0
power:
  ir_worst_vdd_v: 0.00001917
  power_mw: 0.05459
  p_leak_nw: 0.2942
  pwr_density_cell_nw_per_um2: 74.70
worst_hold_path:
  hold_class: "input pin to primary output"
run:
  warnings: 32
  drv_cap: 0
[through the flow]
step | hold WS [ns] | cell area (um^2) | utilization
finish | 4.532 | 730.7 | 0.2139
global route | 4.600 | 730.7 | 0.2139
CTS | 4.541 | 730.7 | 0.2139
detailed placement | 4.538 | 730.7 | 0.2139
global placement | 4.550 | 730.7 | 0.2139
floorplan | 3.566 | 392.9 | -
[power by group]
| part | switching, mW | total (mW) | internal, mW |
|---|---|---|---|
| clock | 0 | 0 | 0 |
| combinational | 0.0205 | 0.0546 | 0.0341 |
| sequential | 0 | 0 | 0 |
| total | 0.0205 | 0.0546 | 0.0341 |
[metal layers]
metal | global-route usage | share of wire | up-vias
met5 | 0 | 0 | -
met4 | 0 | 0 | 0
met3 | 0.01477 | 0.091 | 0
met2 | 0.07063 | 0.43 | 17
met1 | 0.05622 | 0.48 | 206
li1 | - | - | 249
[cell type report]
| type | instances | area [um^2] |
|---|---|---|
| Multi-Input combinational cell | 47 | 381.6 |
| Inverter | 3 | 11.26 |
| Fill cell | 393 | 2685 |
| Tap cell | 46 | 57.56 |
| Timing Repair Buffer | 28 | 280.3 |
[layout by cell type, fill, tap and decap left out, types with 2 or more instances in the layout]
| cell | netlist | final |
|---|---|---|
| a211oi_1 | 2 | 2 |
| o31ai_1 | 2 | 2 |
| ha_1 | 8 | 8 |
| nor2_1 | 4 | 4 |
| xor2_1 | 2 | 2 |
| xnor2_1 | 2 | 2 |
| inv_1 | 3 | 3 |
| o21ai_0 | 2 | 2 |
| nor3_1 | 2 | 2 |
| clkdlybuf4s50_1 | 0 | 28 |
| fa_1 | 2 | 2 |
| a21oi_1 | 3 | 3 |
| nand2_1 | 4 | 4 |
| o22a_1 | 2 | 2 |
[worst min-delay path by stage]
stage / start / to / slack [ns] / cells after the start
final: operand_2[0] / sum[0] / 4.53 / 3
after global routing: operand_2[0] / sum[0] / 4.60 / 3
after CTS: operand_2[0] / sum[0] / 4.54 / 3
[logic make-up (layout without fill, tap and decap cells)]
logic type | after synthesis | after routing | synth area share
xor gates and xnor gates | 4 | 4 | 0.08919
and+or+nand+nor | 17 | 17 | 0.2293
buffers and inverters | 3 | 31 | 0.02866
AOI/OAI and AO/OA | 16 | 16 | 0.2962
adders and majority gates | 10 | 10 | 0.3567
[worst max-delay path, stage by stage]
cell	delay [ns]
clkdlybuf4s50_1	0.40
ha_1	0.23
fa_1	0.42
fa_1	0.46
or3_1	0.34
or4_1	0.43
nor4_2	0.14
clkdlybuf4s50_1	0.51
Power figures rest on the tool's default switching activity, not on a simulated workload.
